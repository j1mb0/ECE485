--- ./design.v ---
module counter(
	input clock, 
	input reset,
	output [3:0] count
);
reg [3:0] count_internal;
always @(posedge clock)
begin
	if (reset) begin
		count_internal <= 4'b0;
	end
	else begin
		count_internal <= count_internal + 1;
	end
end
assign count = count_internal;
endmodule
--- ./run.sh ---
#!/bin/bash
# OpenROAD 26Q1-2900-gdf79404cd8, Yosys 0.63+post, stock flow scripts
make -C /OpenROAD-flow-scripts/flow DESIGN_CONFIG=/design/flow/config.mk WORK_HOME=/design/flow/orfs finish
--- ./config.mk ---
export PLATFORM = sky130hd
export DESIGN_NAME = counter
export DESIGN_NICKNAME = counter
export VERILOG_FILES = /design/flow/design.v
export SDC_FILE = /design/flow/constraint.sdc
export NUM_CORES = 4
export LEC_CHECK = 1
export CORE_AREA = 10 10 70 70
export DIE_AREA = 0 0 80 80
--- ./constraint.sdc ---
current_design counter

set clk_period 1.0
set clk_io_pct 0.2

create_clock -name clk0 -period $clk_period [get_ports {clock}]

set non_clock_inputs [all_inputs -no_clocks]
set_input_delay [expr $clk_period * $clk_io_pct] -clock clk0 $non_clock_inputs
set_output_delay [expr $clk_period * $clk_io_pct] -clock clk0 [all_outputs]
==> results.txt <==
Implementation results.

The run finished with clean final reports. The critical setup path kind is reg2out. The post-route worst setup slack is 0.0264 ns. The switching power total is 97.0 uW. Setup repair after global routing left no endpoint under its margin. Clock tree synthesis inserted a total of 3 buffers.

The tally of filler cells in the layout is 399. The flip-flop count of the largest register after layout is 4. The netlist area before placement is 145 sq um. Counting pins that exceed their max-slew limit in the final report gives 0.

For this run, the total global-route usage over all layers was measured as 0.0160. The first routing iteration left 3 violations. The number of buffers added on ports is 5. The switching fraction of total power is 0.220. Post-CTS timing repair inserted 0 buffers for setup. The clock reaches the later pin of the worst-skew pair after 0.24 ns. The post-synth register bit count is 4. The final count of negative-setup-slack endpoints is 0. Headroom to the max-slew limit came out at 0.913.

The via count of the first global-routing pass is 158. The initial core utilization is 0.0425. STA on the placed design reports a worst setup slack of -0.148 ns. Synthesis handed over a netlist of 13 instances. The proportion of power drawn by flip-flops and latches is 0.404. The power per unit of standard cell area is 1400 mW/mm^2. The stat command in Yosys gives a chip area of 145 sq um. The critical register-to-register path endpoint is count_internal[1]. The library cell used most frequently in the layout, excluding fill and tap cells, is sky130_fd_sc_hd__buf_4. Per the cell usage report, the commonest logic cells after layout are sky130_fd_sc_hd__buf_4 (5), sky130_fd_sc_hd__dfxtp_2 (4), sky130_fd_sc_hd__nor2_1 (3), sky130_fd_sc_hd__clkbuf_4 (3). The fmax is 1030 MHz. The via count is 141. After detailed placement, the total cell area comes to 290 sq um.

The final critical path time including I/O delays and setup is 0.974 ns. The number of nets with antenna violations after routing is 0. After global routing the overflow that remains totals 0.

The routed wire length per instance is 6.05 um. For the worst setup path, the data arrival time is 0.77 ns. The number of maximum-capacitance violations is 0. Per the CTS log, the buffer count on the longest clock path is 2.

Along the critical path, the tally of buffer and inverter instances is 1. The internal cell power is 343 uW. The number of warnings in the stage logs is 25. The data required time reported for the critical path is 0.80 ns. The master cell of the clock root buffer is sky130_fd_sc_hd__clkbuf_4. The critical path capture point type is an output port. The first-pass iteration count of the detailed router is 4. In the routed design, unresolved DRC markers number 0.

The count of hold-fix buffers inserted at cts is 0. For the pin with the worst max-slew slack, the measured transition is 0.131 ns. Synthesis instantiated 7 different standard cells from the library. The detail-routed via count per cell is 1.93. The source of the worst register-to-register timing path is count_internal[0].

The startpoint identified for the worst hold timing path is count_internal[0]. The signal on the critical path passes through dlygate4sd2_1. The timing report gives the worst reg2reg path a setup slack of 0.04 ns. Per the CTS log, the maximum H-tree level is 1. The flow measured a signed area growth from synthesis to layout of 116%. According to the I/O placement log, the pin count is 6. The depth of the worst register-to-register path is 3. The type of the worst min-delay path is reg2reg. The final worst-path cycle share is 0.974. STA classifies the critical path startpoint as a flip-flop. Routability-driven placement finished with a final weighted congestion of 0.673. Per the timing report, the biggest fanout along the worst path comes to 2. TritonCTS built the clock tree.

The register clock-pin slew on the reported worst setup and hold paths is 0.04 ns. In the Yosys report the total cell count is 13. Entering global routing, the biggest net connects 4 pins. Clock tree synthesis found a total of 4 sinks. The share of final-layout standard cells stronger than drive strength 1 is 0.538. Per Yosys stat, the portion of area used by sequential elements is 0.552. In the final layout, the registers with the most flip-flops are count_internal: 4 flops. For reference, the placement row count at floorplan is 21. The cell with the biggest individual delay on the critical path is sky130_fd_sc_hd__dfxtp_2.

The final design area excluding fillers is 314 sq um. The region available for standard cell placement spans 0.00342 sq mm. Per the OpenROAD floorplan log, the width of the die is 80 um.

The number of antenna violations at the first check in global routing is 0. Of the total power, the clock network draws 0.471. After layout, the setup clock skew is reported as 0.00502 ns.

The register with the highest flop count is count_internal. The number of cells on the worst hold path is listed as 2. In the post-route report, total wirelength is listed as 442 um. For the final routed database, the setup TNS stands at 0 ns. The capture endpoint of the worst hold path is count_internal[0]. The vertical die size is 80 um. The average instance in the mapped netlist occupies 11.2 sq um. The static leakage is 0.129 nW. Hold-check failures listed in the final report amount to 0. The first-pass GRT wire length is 696 um.

Among all stages on the critical path, the maximum delay recorded is 0.31 ns. The chip occupies 0.00640 sq mm. The combinational share of power is 0.125. The worst voltage drop across the vdd grid is 0.000326 V. The yosys synthesis warning count is 1. The family of cells with the greatest summed delay on the critical path is flip-flops.
==> stage by stage <==
stage / cells / power, mW / hold slack, ns / util
2_1_floorplan: 13 / 0.192 / 0.267 / -
3_3_place_gp: 69 / 0.238 / 0.508 / 0.0850
3_5_place_dp: 69 / 0.240 / 0.518 / 0.0850
4_1_cts: 72 / 0.450 / 0.503 / 0.0916
5_1_grt: 72 / 0.473 / 0.514 / 0.0912
6_report: 73 / 0.440 / 0.504 / 0.0919
==> worst reg2reg max path, delay by kind of cell, from the launching register on <==
kind	cells	cell delay, ns
flip-flops	1	0.31
buffers and inverters	1	0.13
adder cells (fa/ha/maj)	1	0.27
AND/OR/NAND/NOR	1	0.13
==> power by group through the flow <==
stage | sequential [mW] | combinational (mW) | clock, mW
after CTS | 0.177 | 0.0575 | 0.215
after global routing | 0.179 | 0.0628 | 0.231
final | 0.178 | 0.0550 | 0.207
==> synth_stat cells (all sizes together) <==
library cell	count	share of area
mux2	1	0.10
dfxtp	4	0.55
nor2b	2	0.086
xnor2	1	0.060
ha	1	0.086
nor2	3	0.078
nand3	1	0.034
==> routing by layer <==
layer	vias to the layer above	part of all wire	track usage
li1	69	-	-
met1	61	0.39	0.0140
met2	11	0.24	0.0128
met3	0	0.37	0.0341
met4	0	0	0.00352
met5	-	0	0
==> logic make-up after synthesis <==
group	Yosys count	synth area share
flip-flops	4	0.552
AND/OR/NAND/NOR	6	0.198
adder cells (fa/ha/maj)	1	0.0862
multiplexers	1	0.103
XOR/XNOR	1	0.0604
==> what timing repair did <==
item,in CTS,in global routing
setup endpoints to repair,4,4
gates resized,8,4
pin swaps,0,0
==> how the worst max path moves through the flow <==
stage                  from                end  slack (ns)  cells after the start
4_1_cts   count_internal[2]           count[2]        0.01                      1
5_1_grt   count_internal[0]  count_internal[2]      0.0002                      4
6_report  count_internal[0]           count[0]        0.03                      1
==> area by class of cell <==
cell class	count	area, sq um	share of cell area
clock buffers	3	22.5	0.0717
repair buffers	10	81.3	0.259
diodes	1	2.50	0.00797
well taps	46	57.6	0.183
multi-input cells	9	65.1	0.207
flip-flops and latches	4	85.1	0.271
Power is estimated from default activity; no workload was simulated.
